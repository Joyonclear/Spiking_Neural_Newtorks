<file path="config.mk">
export PLATFORM = sky130hd
export DESIGN_NAME = neuron01_LLIF
export DESIGN_NICKNAME = neuron01_LLIF
export VERILOG_FILES = /design/flow/design.v
export SDC_FILE = /design/flow/constraint.sdc
export NUM_CORES = 4
export LEC_CHECK = 1
export CORE_AREA = 10 10 71 71
export DIE_AREA = 0 0 81 81
</file>
<file path="constraint.sdc">
current_design neuron01_LLIF

set clk_period 2.9
set clk_io_pct 0.2

create_clock -name clk0 -period $clk_period [get_ports {i_clk}]

set non_clock_inputs [all_inputs -no_clocks]
set_input_delay [expr $clk_period * $clk_io_pct] -clock clk0 $non_clock_inputs
set_output_delay [expr $clk_period * $clk_io_pct] -clock clk0 [all_outputs]
</file>
<file path="design.v">
parameter DATA_LENGTH = 8;
`timescale 1ns / 1ps
module neuron01_LLIF
	#(
	parameter DATA_LENGTH = 8
	)
	(
    input                           i_clk,
    input							i_rst,
    input		[DATA_LENGTH-1:0]	i_spike,
    output reg						o_spike
    );
    reg			[DATA_LENGTH-1:0]	r_internal_state;
    reg			[DATA_LENGTH-1:0]	r_threshold = 200;
	reg			[2:0]				r_decay_ratio = 3;
    always@( posedge i_clk ) begin
		if( i_rst == 1 ) begin
			r_internal_state <= 0;
			o_spike <= 0;
		end else begin
			if( r_internal_state + i_spike < r_decay_ratio ) begin
				r_internal_state <= 0;
				o_spike <= 0;
			end else begin
				if( r_internal_state < r_threshold ) begin
					r_internal_state <= r_internal_state - r_decay_ratio + i_spike;
					o_spike <= 0;
				end else begin
					r_internal_state <= 0;
					o_spike <= 1;
				end
			end
		end
	end
endmodule
</file>
<file path="run.sh">
#!/bin/bash
# OpenROAD 26Q1-2900-gdf79404cd8, Yosys 0.63+post, stock flow scripts
make -C /OpenROAD-flow-scripts/flow DESIGN_CONFIG=/design/flow/config.mk WORK_HOME=/design/flow/orfs finish
</file>
==> flow_summary.yaml <==
# implementation run metrics
run_status:
  outcome: "complete, no violations"
yosys:
  top_logic_family: "adder cells"
  adder_share: 0.286
  syn-cell-area_um2: 1040
  mux_area_share: 0
  compound_area_frac: 0.184
  cell_type_count: 38
  dominant_flop_cell: "dfxtp_1"
  synth.top_cell.area_share: 0.228
  synth-cells-yosys: 123
  async_flop_share: 0
  yosys_register_bits: 9
  synth.cells.most_frequent: "inv_1, ha_1, dfxtp_1, nor3_1, a21oi_1"
  synth.yosys.seq_area_share: 0.173
  largest_area_cell: "ha_1"
  post_synth_xor_area_fraction: 0.0421
  syn_inst: 123
  ys_sh_simple: 0.203
  ys_chip_area_um2: 1040
  enable_flop_cells: 0
  area_leaders: "ha_1, dfxtp_1, inv_1, fa_1, nor3_1"
  ys_warn_count: 1
  avgSynthCellArea_um2: 8.46
  synth_dominant_cell_count: "inv_1"
critical_path:
  slowest_delay_ns: 0.44
  worst_ep_arrival_time_ns: 2.95
  cp_common_cell: "buf_4"
  worst_ep_required_time_ns: 3.00
  reg2reg_depth: 10
  start_kind: "input port"
  cp.depth: 11
  rrSetupSlack_ns: 0.51
  cp_slowest_cell: "fa_1"
  worstPathBufferInverterCount: 5
  critPathKind: "input port to flip-flop"
  worstPathCellList: "clkdlybuf4s50_1 > buf_4 > fa_1 > buf_4 > nor3_1 > a211oi_1 > xnor2_1 > buf_4 > o41ai_4 > buf_6 > nor4b_1"
  critPathMaxFanout: 8
  cell_family_with_most_cp_delay: "buffers and inverters"
  timing.rr.start: "r_internal_state[1]$_SDFF_PP0_"
  crit-reg2reg-capture: "r_internal_state[6]$_SDFF_PP0_"
  endpoint_kind: "flip-flop"
power:
  sw_frac_of_total: 0.428
  power_switching_uw: 533
  power.sequential.fraction: 0.170
  totalPowerFinal_mw: 1.24
  lkg_pwr_nw: 0.638
  internal_power_contribution_uw: 712
  power_frac_comb: 0.713
  pwr-share-clk: 0.117
  power-per-cell-area_nw_per_um2: 916
  max-vdd-ir-drop_mv: 0.215
die:
  chip_area_um2: 6560
  floorplanUtilization: 0.287
  rows: 22
  chipWidth_um: 81
  top_level_ports: 11
  placeableCoreArea_um2: 3630
  fp.dieH_um: 81
final_timing:
  setup-violations-final: 0
  timing_max_transition_violations_final: 0
  fin_worst_skew_ns: 0.00554
  post-route-period-util: 0.985
  headroom_to_the_max_slew_limit: 0.727
  worst_slew_pin_slew_ns: 0.409
  finalHoldViolations: 0
  timing.final.crit_period_ns: 2.86
  max_freq_mhz: 350
routing:
  dr_total_vias: 927
  ant_nets: 0
  drt-pass1-iter-count: 4
  route.detailed.wl_per_inst_um: 11.6
  routed_wirelength_mm: 2.29
  drtIter0Drc: 66
  routed_via_density: 4.68
  drc_errors: 0
  antenna_cells_inserted: 0
global_routing:
  grt_first_pass_wirelength_mm: 3.93
  grt_start_max_net_pins: 10
  grt_overflow_total: 0
  vias_in_the_first_global_route: 882
  grt_antenna_before_repair: 0
  track_usage: 0.0728
cts:
  cts_tree: "done"
  cts-buffers-inserted: 3
  cts.sinks: 9
  clk_pin_slew_worst_paths_ns: 0.05
  cts.htree.levels: 1
  clock.latency.late_pin_ns: 0.23
  root_buffer: "clkbuf_8"
  clock_path_buffers: 2
placed_design:
  finalWeightedCongestion: 0.859
  detailed_place_hpwl_mm: 1.88
  io_buf_count: 10
  placed_cell_area_um2: 1290
finish:
  final_area_um2: 1360
  post_route_cells_drive_above_1_share: 0.160
  syn_to_final_growth_pct: 30.5
hold_path:
  whs_endpoint: "r_internal_state[0]$_SDFF_PP0_"
  timing.hold.worst_path_depth: 3
  hold_class: "flip-flop to flip-flop"
  hold_sp: "r_internal_state[0]$_SDFF_PP0_"
run:
  openroad_warning_count: 32
  drv_cap: 0
-- worst max path at each step --
stage	from	endpoint	slack [ns]
after CTS	i_spike[1]	r_internal_state[6]$_SDFF_PP0_	0.02
after global routing	i_spike[2]	r_internal_state[5]$_SDFF_PP0_	-0.07
final	i_spike[2]	r_internal_state[6]$_SDFF_PP0_	0.04
-- power groups by stage --
stage | sequential [mW] | clock [mW] | combinational (mW)
4_1_cts | 0.211 | 0.149 | 0.854
5_1_grt | 0.217 | 0.153 | 1.00
6_report | 0.211 | 0.146 | 0.887
-- sequential cells by signal (all words and copies together) (netlist names) --
register,flops
r_internal_state,8
o_spike,1
-- worst reg2reg max path, cell delays in order (launching register included) --
cell	delay [ns]
dfxtp_1	0.32
ha_2	0.19
fa_1	0.39
buf_4	0.16
nor3_1	0.20
a211oi_1	0.11
xnor2_1	0.14
buf_4	0.15
o41ai_4	0.35
buf_6	0.18
nor4b_1	0.06
-- per-layer routing --
layer  global-route usage  up-vias  wire length, µm
met2                0.117       29              968
li1                     -      485                -
met5                    0        -                0
met4               0.0121        0               27
met3               0.0111        2              138
met1                0.103      411             1160
-- cells by family (layout without fill, tap and decap cells) --
logic type,Yosys count,after routing
and+or+nand+nor,34,34
buffers and inverters,29,56
AOI/OAI and AO/OA,24,24
adders and majority gates,22,22
DFF,9,9
xor gates and xnor gates,5,5
-- repair_timing --
item,4_1_cts,5_1_grt
hold buffers,0,0
setup endpoints to repair,0,8
buffers inserted,0,1
gates resized,0,5
-- metrics by stage --
step                      TNS, ns  std cells  hold WS [ns]   util  worst slack, ns
after floorplan                 0        123         0.554      -            0.400
after global placement     -0.933        193         0.594  0.355           -0.132
after detailed placement    -1.29        193         0.610  0.355           -0.201
after CTS                       0        197         0.620  0.368           0.0160
after global routing       -0.467        198         0.648  0.374          -0.0730
final                           0        198         0.623  0.374           0.0425
-- area by class of cell --
class | count | area, µm²
multi-input cells | 85 | 753
flip-flops and latches | 9 | 180
well taps | 48 | 60.1
clock buffers | 4 | 45.0
fillers | 366 | 2270
repair buffers | 25 | 219
inverters | 27 | 101
-- layout by cell type, fill, tap and decap left out, drive strengths merged --
cell and count:
clkbuf 4, a31oi 2, nor3b 3, xnor2 3, or3 1, o41ai 1, nand2 3, o31ai 1
o31a 1, o21ai 5, nor4 3, nor2b 3, and3 2, a211o 1, a221oi 1, o211ai 1
xor2 2, a211oi 1, nand4 1, fa 3, nand4b 1, o21a 2, buf 15, nor4b 2
nor3 6, dlymetal6s2s 1, clkdlybuf4s50 9, inv 27, nand3 4, o311a 1, or3b 2, o2111ai 1
nor2 2, a21oi 5, and4 1, ha 19, dfxtp 9, a21boi 1
Power is estimated from default activity; no workload was simulated.
